$ cat flow/design.v
module ALU(
    input [31:0] A, B,
    input [2:0] ALUOp, 
    output reg signed [31:0] ALU_result,
    output reg Zero, Negative, Positive    
);
    always @(*) begin
        case(ALUOp)
            3'b000: ALU_result = A | B;     
            3'b001: ALU_result = A + B;     
            3'b010: ALU_result = A - B;     
            3'b011: begin              
                if (A == B) ALU_result = 0;
                else if (A < B) ALU_result = -1;
                else ALU_result = 1;
            end
            default: ALU_result = 0;
        endcase
        Zero = (ALU_result == 0);  
    	Negative = (ALU_result < 0);
        Positive = (ALU_result > 0);
    end
endmodule    
$ cat flow/run.sh
#!/bin/bash
# OpenROAD 26Q1-2900-gdf79404cd8, Yosys 0.63+post, stock flow scripts
make -C /OpenROAD-flow-scripts/flow DESIGN_CONFIG=/design/flow/config.mk WORK_HOME=/design/flow/orfs finish
$ cat flow/config.mk
export PLATFORM = sky130hd
export DESIGN_NAME = ALU
export DESIGN_NICKNAME = ALU
export VERILOG_FILES = /design/flow/design.v
export SDC_FILE = /design/flow/constraint.sdc
export NUM_CORES = 4
export LEC_CHECK = 1
export CORE_UTILIZATION = 50
$ cat flow/constraint.sdc
current_design ALU

set clk_period 19.5
set clk_io_pct 0.2

create_clock -name clk0 -period $clk_period

set non_clock_inputs [all_inputs -no_clocks]
set_input_delay [expr $clk_period * $clk_io_pct] -clock clk0 $non_clock_inputs
set_output_delay [expr $clk_period * $clk_io_pct] -clock clk0 [all_outputs]
==> PnR_summary.wiki <==
== Metrics ==
{| class="wikitable"
! Metric !! Value
|-
| Run status || finished clean
|-
| Startpoint types || input port
|-
| Most used routing layer || met1
|-
| Post-synth seq share || 0%
|-
| Total iterations of the first detailed-routing run || 5
|-
| Setup repair after global routing missed its margin || no
|-
| Die extent in y || 108 um
|-
| CTS Hold Bufs || 0
|-
| Number of failing setup endpoints in the final timing report || 0
|-
| Crit-path max FO || 28
|-
| Registers || 0
|-
| I/O pin count || 102
|-
| Worst hold path class || in -> out
|-
| Cell count listed in synth_stat.txt || 831
|-
| GRT met3 Usage || 5.40%
|-
| Cell area after technology mapping || 5610 um^2
|-
| Share of post-route cells with drive strength above 1 || 4.38%
|-
| Max IR drop VDD || 21.6 uV
|-
| Yosys-reported design area after synthesis || 5610 um^2
|-
| Via count of the first global-routing pass || 5986
|-
| Standard-cell rows || 38
|-
| Avg Inst Size Synth || 6.75 um^2
|-
| Post-route insts no fill || 1031
|-
| Via-per-instance ratio || 6.41
|-
| Wire length per cell after detailed routing || 19.6 um
|-
| Top cells by area || sky130_fd_sc_hd__ha_1 (24%), sky130_fd_sc_hd__inv_1 (6.6%), sky130_fd_sc_hd__a21oi_1 (6.5%)
|-
| Count of unique library cells instantiated by Yosys || 86
|-
| Layout clock buffer count || 0
|-
| Area of the chip || 11700 um^2
|-
| Total of buffers placed on input and output ports || 102
|-
| Number of cells produced by synthesis || 831
|-
| Crit. End Element || output pin
|-
| Synth logic family || AND-OR/OR-AND gates
|-
| Count of final max-slew check failures || 0
|-
| Synth area leader || sky130_fd_sc_hd__ha_1
|-
| Drt total wl || 20.2 mm
|-
| Final Hold Fails || 0
|-
| Met2 Use GR || 53.5%
|-
| GRT met1 Usage || 53.6%
|-
| Transition time at the pin with the least slew margin || 0.914 ns
|-
| Area fraction in compound gates || 36.4%
|-
| Final worst path period share || 64.0%
|-
| Leak Pwr || 0.00298 uW
|-
| Antenna Diode Count || 0
|-
| Final total negative setup slack || 0 ns
|-
| Routability congestion estimate from global placement || 1.01
|-
| Horizontal die dimension || 108 um
|-
| Wire length of the first global-routing pass || 31.9 mm
|-
| Top-count cell post-synth || sky130_fd_sc_hd__ha_1
|-
| Post-DP HPWL || 16.3 mm
|-
| MaxCap Viol Count || 0
|-
| Power density over cell area || 30.3 nW/um^2
|-
| Shortest period the worst path allows || 12.49 ns
|-
| Worst slew slack as a fraction of its limit || 38.9%
|-
| Worst EP arrival || 8.59 ns
|-
| FMAX || 80.1 MHz
|-
| Sequential cell area in the final layout || 0 um^2
|-
| Required @ worst endpoint || 15.60 ns
|-
| Placed instance count || 1031
|-
| Top cell type's share of synthesized area || 24.1%
|-
| Area grow syn2layout || 18.3%
|-
| Setup bufs post-CTS || 0
|-
| Tot GR Track Use || 35.4%
|-
| Count of cells resized by post-cts repair || 0
|-
| Total of warnings raised by yosys || 1
|-
| Vias after detailed routing || 6612
|-
| DRC viols || 0
|-
| Post-Synth Simple-Gate Area || 24.6%
|-
| Most numerous cell types in the synthesized netlist || sky130_fd_sc_hd__ha_1 (108), sky130_fd_sc_hd__inv_1 (98), sky130_fd_sc_hd__a21oi_1 (73)
|-
| Maximum number of pins on one net before global-route repair || 29
|-
| Initial antenna violation count || 0
|-
| Area fraction in xor and xnor cells || 2.81%
|-
| Multiplexer share of the synthesized area || 1.09%
|-
| Init Core Util || 51.5%
|-
| Pwr Total || 201 uW
|-
| Core Footprint || 10900 um^2
|-
| Remaining global-route overflow || 0
|-
| DRC marker count from the first detailed-route iteration || 606
|-
| Residual antenna-violating net count after detailed routing || 0
|-
| Crit path kind || in -> out
|-
| Total tool warning count || 109
|-
| Adder and majority cell fraction of the synthesized area || 24.8%
|}
-- report_power, final --
group | internal (uW) | total [uW] | switching, uW | leakage, uW
registers | 0 | 0 | 0 | 0
logic | 85.3 | 201 | 116 | 0.00298
clock network | 0 | 0 | 0 | 0
total | 85.3 | 201 | 116 | 0.00298
-- cell type report --
| class | instances | area (um^2) |
|---|---|---|
| multi-input cells | 686 | 5030 |
| fillers | 1001 | 4250 |
| repair buffers | 107 | 1060 |
| inverters | 98 | 368 |
| well taps | 140 | 175 |
-- critical path, cell delays in order --
cell	delay (ns)
sky130_fd_sc_hd__clkdlybuf4s50_1	0.53
sky130_fd_sc_hd__inv_1	0.06
sky130_fd_sc_hd__ha_1	0.52
sky130_fd_sc_hd__nor4_1	0.64
sky130_fd_sc_hd__nand4_1	0.23
sky130_fd_sc_hd__nor2_1	0.15
sky130_fd_sc_hd__o311a_1	0.22
sky130_fd_sc_hd__or2_2	0.55
sky130_fd_sc_hd__nand3_1	0.19
sky130_fd_sc_hd__or4_1	0.58
sky130_fd_sc_hd__nor4_2	0.32
sky130_fd_sc_hd__and4b_1	0.25
sky130_fd_sc_hd__clkdlybuf4s50_1	0.45
-- metal layers --
| metal | vias up | part of all wire, % |
|---|---|---|
| met2 | 388 | 42 |
| met4 | 0 | 1.8 |
| li1 | 3198 | - |
| met5 | - | 0 |
| met1 | 3003 | 45 |
| met3 | 23 | 11 |
-- per-stage QoR --
| stage | util (%) | hold slack [ns] | area (um^2) | setup slack (ns) |
|---|---|---|---|---|
| finish | 61.0 | 9.03 | 6640 | 7.01 |
| global route | 61.0 | 9.10 | 6640 | 6.64 |
| floorplan | - | 8.06 | 5610 | 8.85 |
| global placement | 61.0 | 9.00 | 6640 | 7.05 |
| detailed placement | 61.0 | 9.03 | 6640 | 7.06 |
| CTS | 61.0 | 9.03 | 6640 | 7.05 |
-- final timing paths --
kind	from	endpoint	cells after the start
min	B[29]	ALU_result[29]	5
max	A[13]	Zero	13
-- cells in the final DEF (no fill, tap or decap), drive strengths merged, types with 4 or more instances in the layout --
master / n
a2111oi: 5
a211oi: 18
a21o: 11
a21oi: 75
a221o: 7
a221oi: 9
a31oi: 7
and3: 4
buf: 5
clkdlybuf4s50: 102
ha: 108
inv: 98
mux2i: 5
nand2: 52
nand2b: 9
nand3: 22
nand4: 18
nor2: 70
nor2b: 15
nor3: 27
nor3b: 4
nor4: 16
o2111ai: 6
o211ai: 15
o21a: 11
o21ai: 42
o21bai: 6
o221a: 5
o221ai: 11
o22ai: 5
o31a: 4
o31ai: 14
or2: 4
or3: 7
or4: 5
xnor2: 12
xor2: 6
-- kinds of logic (layout without fill, tap and decap cells) --
family                   after synthesis  after routing
AND-OR/OR-AND                        286            286
AND/OR/NAND/NOR                      266            266
buffers and inverters                145            205
adder cells (fa/ha/maj)              110            110
XOR/XNOR                              18             18
multiplexers                           6              6
Power is estimated from default activity; no workload was simulated.
